==> flow/design.v <==
module WB (
	input clk,     
	input wire ['d32 - 1:0] IR_in,
	input wire ['d32 - 3:0] PC_in,
	input wire ['d32 - 1:0] Z_in,
	output reg Halt,
	output reg ['d5 - 1:0] Addr,		
	output reg ['d32 - 1:0] Data,
	output reg wr_en,
	output reg [1:0] w_mode  
);
	wire [5:0] OpCode;
	wire [4:0] Rd;
	assign OpCode = IR_in[31:26];
	assign Rd = IR_in[25:21];
	always @(IR_in) begin
		Halt = 0;
		w_mode = 0;
		wr_en = 0;
		case(OpCode)
			'd17: begin
				WriteReg(Rd, Z_in, 0);
			end
			'd18: begin
				WriteReg(Rd, Z_in, 1);
			end
			'd19: begin
				WriteReg(Rd, Z_in, 1);
			end
			'd1, 'd2, 'd3, 'd4, 'd5, 'd6, 'd7, 'd8, 'd9, 'd10, 'd11, 'd23, 'd12, 'd13, 'd14, 'd15, 'd16: begin
				WriteReg(Rd, Z_in, 0);
			end
			'd33, 'd31: begin
				WriteReg(Rd, Z_in, 0);
			end
		endcase
	end
	always @(posedge clk) begin
		if(OpCode == 'd63)
			Halt = 1;
	end
	task WriteReg(input ['d5 - 1:0] Addr_in,
		input ['d32 - 1:0] Data_in,
		input [1:0] w_mode_in);
		begin
			w_mode = w_mode_in;
			Data = Data_in;
			Addr = Addr_in;
			wr_en = 1;
		end
	endtask
endmodule
==> flow/run.sh <==
#!/bin/bash
# OpenROAD 26Q1-2900-gdf79404cd8, Yosys 0.63+post, stock flow scripts
make -C /OpenROAD-flow-scripts/flow DESIGN_CONFIG=/design/flow/config.mk WORK_HOME=/design/flow/orfs finish
==> flow/config.mk <==
export PLATFORM = sky130hd
export DESIGN_NAME = WB
export DESIGN_NICKNAME = WB
export VERILOG_FILES = /design/flow/design.v
export SDC_FILE = /design/flow/constraint.sdc
export NUM_CORES = 4
export LEC_CHECK = 1
export CORE_AREA = 10 10 79 79
export DIE_AREA = 0 0 89 89
==> flow/constraint.sdc <==
current_design WB

set clk_period 1.4
set clk_io_pct 0.2

create_clock -name clk0 -period $clk_period

set non_clock_inputs [all_inputs -no_clocks]
set_input_delay [expr $clk_period * $clk_io_pct] -clock clk0 $non_clock_inputs
set_output_delay [expr $clk_period * $clk_io_pct] -clock clk0 [all_outputs]
==> reports/qor.yml <==
status: "finished clean"
synth_area_sq_um: 649
wire_per_inst_um: 13.5
min_path_type: "in -> out"
unclocked_regs: 37
grt_pass1_wl_um: 3350
fin_crit_ns: 1.36
final_antenna_net_count: 0
drt_iter0_drc: 4
tool_warnings: 84
crit_arrival_ns: 1.08
fp_util_pct: 13.9
drc: 0
ys_top_cells_by_area: "dlxtn_1, nor4_4, buf_4"
setup_viol_count_final: 0
vias: 659
area_growth_pct: 143
whs_path_depth: 3
hold_violations: 0
grt_max_degree: 38
fin_crit_sh_pct: 97.2
max_freq_mhz: 735
antenna_found_initial: 0
die_area_sq_mm: 0.00792
holdPathEnd: "w_mode[0]"
min_from: "IR_in[28]"
ys_warn_count: 1
path_class: "in -> out"
fin_util_pct: 33.8
core_area_sq_mm: 0.00466
p_clk_share_pct: 0
end_kind: "output port"
io_pins: 136
required_ns: 1.12
dpl.hpwl_um: 2200
synth_flop_count: 37
first_global_vias: 653
power_frac_seq_pct: 32.5
yosysChipArea_sq_um: 649
p_per_area_mw_per_mm2: 228
place_congestion: 0.701
drive_above_1_share_pct: 11.9
timing.final.max_slew_violations: 0
internal_power_w: 0.000290
synth_cells: 49
drt_first_pass_iters: 2
hold_slack_ns: 0.913
max-vdd-ir-drop_mv: 0.146
fp-row-count: 25
start_kind: "primary input"
p_leak_nw: 0.691
vias_per_cell: 3.49
wl_um: 2550
finalInstanceArea_sq_mm: 0.00158
grt_usage_pct: 5.25
yosys_cells: 49
synth_top_area_share_pct: 85.5
finalWorstSetupSlack_ns: 0.0391
p_switching_w: 0.0000695
port_buffers: 82
pre_cts_ws_ns: -0.699
die_w_um: 89
hold_buffers: 0
combPwrFrac_pct: 67.5
placed_area_sq_mm: 0.00154
fin_tns_setup_ns: 0
untimed_endpoints: 74
diodes: 0
cap_violations: 0
synth_area_leader_cell: "dlxtn_1"
overflow: 0
synth.avg_cell_area_sq_um: 13.3
die_y_um: 89
path_max_fanout: 4
ys_types: 12
p_sw_share_pct: 19.3
## power groups by stage
stage / combinational, W / clock, W / sequential [W]
CTS: 0.000241 / 0 / 0.000117
global route: 0.000264 / 0 / 0.000120
finish: 0.000243 / 0 / 0.000117
## cells in the mapped netlist
cell type / count
dlxtn_1: 37
buf_4: 2
a21oi_2: 1
conb_1: 1
inv_1: 1
nand2_1: 1
nor2b_1: 1
nor3_1: 1
nor4_4: 1
o21a_1: 1
o32a_1: 1
o32ai_1: 1
## cell families after synthesis
kind of cell	after synthesis	share of synthesized area, %
other	1	0.577
buffers and inverters	3	2.89
latches	37	85.5
AND-OR/OR-AND	4	5.40
AND/OR/NAND/NOR	4	5.59
## layout by cell type (no fill, tap or decap)
| cell type | instances |
|---|---|
| conb_1 | 2 |
| nor2b_4 | 1 |
| clkdlybuf4s50_1 | 75 |
| buf_8 | 1 |
| clkdlybuf4s15_2 | 1 |
| o21a_1 | 1 |
| a21oi_2 | 1 |
| buf_6 | 1 |
| buf_4 | 5 |
| o32ai_2 | 1 |
| nor3_2 | 1 |
| dlygate4sd2_1 | 1 |
| dlxtn_1 | 37 |
| nand2_1 | 1 |
| nor4_4 | 1 |
| clkbuf_2 | 1 |
| o32a_1 | 1 |
| buf_2 | 2 |
| inv_1 | 1 |
## routing by layer
layer,track usage (%),vias to the layer above,share of wire (%)
li1,-,324,-
met1,6.07,284,40
met2,9.57,51,47
met3,2.02,0,13
met4,0,0,0
met5,0,-,0
## worst max-delay path, stage by stage
cell,delay (ns)
buf_8,0.10
nor4_4,0.33
buf_4,0.17
o32ai_2,0.07
buf_2,0.12
## registers in the layout (all words and copies together), names as in the netlist
signal  cells
Data       32
Addr        5
## stage by stage
| step | total power [W] | cells |
|---|---|---|
| after floorplan | 0.000139 | 50 |
| after CTS | 0.000358 | 187 |
| final | 0.000360 | 189 |
| after detailed placement | 0.000358 | 186 |
| after global placement | 0.000352 | 186 |
| after global routing | 0.000384 | 189 |
## how the worst max path moves through the flow
stage | from | end
4_1_cts | IR_in[27] | wr_en
5_1_grt | IR_in[31] | wr_en
6_report | IR_in[28] | wr_en
## cell type report
| type | count | area [sq um] |
|---|---|---|
| Tap cell | 54 | 67.6 |
| Inverter | 1 | 3.75 |
| Timing Repair Buffer | 87 | 850 |
| Sequential cell | 37 | 556 |
| Fill cell | 475 | 3090 |
| Multi-Input combinational cell | 10 | 98.8 |
## what timing repair did
item	in CTS	in global routing
endpoints found under the hold margin	0	0
cloned	0	0
pin swaps	2	2
endpoints found under the setup margin	2	1
setup buffers	1	2
resized	21	11
Power figures rest on the tool's default switching activity, not on a simulated workload.
