<file path="flow/run.sh">
#!/bin/bash
# OpenROAD 26Q1-2900-gdf79404cd8, Yosys 0.63+post, stock flow scripts
make -C /OpenROAD-flow-scripts/flow DESIGN_CONFIG=/design/flow/config.mk WORK_HOME=/design/flow/orfs finish
</file>
<file path="flow/config.mk">
export PLATFORM = sky130hd
export DESIGN_NAME = Reg
export DESIGN_NICKNAME = Reg
export VERILOG_FILES = /design/flow/design.v
export SDC_FILE = /design/flow/constraint.sdc
export NUM_CORES = 4
export LEC_CHECK = 1
export CORE_UTILIZATION = 50
</file>
<file path="flow/constraint.sdc">
current_design Reg

set clk_period 6.8
set clk_io_pct 0.2

create_clock -name clk0 -period $clk_period [get_ports {clk}]

set non_clock_inputs [all_inputs -no_clocks]
set_input_delay [expr $clk_period * $clk_io_pct] -clock clk0 $non_clock_inputs
set_output_delay [expr $clk_period * $clk_io_pct] -clock clk0 [all_outputs]
</file>
<file path="flow/design.v">
module Reg(
	input wire clk,     
	input wire ['d5 - 1:0] ra,
	input wire ['d5 - 1:0] rb,
	output wire ['d32 - 1:0] dataA,
	output wire ['d32 - 1:0] dataB,
	output reg st_A,	 
	output reg st_B,	 
	input wire r_en_A,
	input wire r_en_B,
	input wire ['d5 - 1:0] rc,
	input wire ['d32 -1 :0] dataC,
	input wire w_en,
	input wire [1:0] w_mode  
);
	reg ['d32 - 1:0] RegFile ['d32 - 1:0];
	assign dataA = (st_A == 1)?((ra!=0)?RegFile[ra]:0):32'bz;
	assign dataB = (st_B == 1)?((rb!=0)?RegFile[rb]:0):32'bz;
	always @(posedge clk) begin
		if (w_en) begin
			if(rc != 0) begin
				case(w_mode)
					0:	RegFile[rc] <= dataC;
					1:	RegFile[rc] <= {16'b0, dataC[15:0]};
					2:	RegFile[rc] <= {24'b0, dataC[7:0]};
				endcase
			end
		end
	end
	always @(negedge clk) begin
			st_A = 0;
		if (r_en_A) begin
			st_A = 1;
		end
	end
	always @(negedge clk) begin
			st_B = 0;
		if (r_en_B) begin
			st_B = 1;
		end
	end
endmodule
</file>
==> out/results.txt <==
Crit path DAT - 4.82 ns
DP Wirelength - 85100 um
Antenna-violating nets left - 0
Top cells, area - edfxtp_1 (64%), mux4_2 (17%), mux2i_1 (6.7%), mux2_2 (1.5%), o221ai_1 (1.2%)
Setup CP Type - register to output pin
CP max stage delay - 0.44 ns
Avg Cell Area, Syn - 18.4 um^2
Die Size - 97200 um^2
Die X - 312 um
Fin util - 0.575
Initial antenna violation count - 3
Max transition margin - 0.316
Die Span Y - 312 um
Wire per inst - 36.2 um
Synth flops - 1026
CP cell instances - clkdlybuf4s50_1
Crit. End Element - output pin
Cell variety after synth - 39
Switching Fraction - 0.229
Xor/xnor share - 0.000183
Crit path DRT - 5.44 ns
DP Cell Count - 3937
Delay-heaviest family, CP - buffers and inverters
Setup-failing EPs final - 0
Seq pwr share - 0.499
Routability cong. - 0.865
RSZ-0062 raised after global routing - false
Final std cells w/o fill - 4145
Worst min path class - primary input to register
Outcome - completed
Total CTS buffers - 108
Top_reg_cell synth - edfxtp_1
Final WL - 150000 um
Via Count - 28.0k
Worst setup SP type - register
Hold Vio Cnt, Final - 0
Top cell area share - 0.641
VDD IR max - 208 uV
Vias per cell - 6.77
Fraction of registers with async set/reset - 0
Number of global-route vias before repair - 31.0k
Clock power frac - 0.409
Clk sink count - 1026
Synth Area in Compound Gates - 0.0599
CP Max Fanout - 1
Post-cts resize count - 0
Combinational cell fraction of total power - 0.092
# H-tree levels - 3
First-pass GRT wire length - 214000 um
Cell at the slowest stage of the critical path - clkdlybuf4s50_1
Pint - 11.0 mW
Max-cap check violation count - 0
Max Buffers Root-to-Sink - 3
Largest net degree at the start of global routing - 84
Mapped Cells - 2603
FP Core Util - 0.505
Placement Rows - 113
Worst-margin pin slew - 1.03 ns
Top logic family - multiplexers
Fraction of layout cells with a size suffix above 1 - 0.277
Mapped Area - 48000 um^2
Iteration-0 DRC count of the detailed router - 1607
Clock tree root buffer cell - clkbuf_16
CTS tree - done
Post-CTS setup buffers - 0
CTS Hold Buffers Added - 0
Area Overhead vs Synth - 14.0%
Yosys warns - 3
YS chip area - 48000 um^2
Synth mux share - 0.247
Core area - 95000 um^2
Log Warnings - 28
Power Dens Cells - 260 nW/um^2
Total congestion overflow - 0
And+or+nand+nor area frac - 0.0255
Buffer and inverter count on the worst path - 1
Setup_tns - 0 ns
Drt first pass iters - 7
Seq share, synth - 0.642
Clock transition at the registers of the reported paths - 0.06 ns
Tot GR Track Use - 0.351
Port-buffer cells - 118
Number of I/O pins - 119
Leakage - 17.4 nW
Sw power - 3.26 mW
# Cells Yosys - 2603
Largest area contributor in the netlist - edfxtp_1
Adder Share, Synth - 0
Slew Viols, Final - 0
Min-Delay Startpoint - dataC[7]
CP startpoint - st_B$_DFF_N_
Residual DRC - 0
Post-synth EDFFs - 1024
placed cells by master (no fill, tap or decap), types with 10 or more instances in the layout:
cell type | netlist | routed
nor2_4 | 0 | 34
conb_1 | 1 | 32
buf_4 | 60 | 126
nand4_1 | 32 | 32
clkinv_1 | 0 | 28
o221ai_1 | 64 | 64
o21ai_0 | 47 | 47
nand2_1 | 91 | 91
clkbuf_1 | 97 | 13
mux2i_1 | 320 | 320
a311oi_1 | 32 | 32
a211oi_1 | 64 | 64
a22oi_1 | 64 | 64
mux2_2 | 64 | 64
clkbuf_16 | 0 | 111
clkinv_2 | 0 | 31
buf_12 | 0 | 14
o2111ai_1 | 13 | 13
clkdlybuf4s50_1 | 0 | 108
a221oi_2 | 13 | 13
and2_1 | 26 | 25
a221oi_1 | 38 | 38
a21oi_1 | 32 | 32
nor2b_1 | 37 | 32
bufinv_16 | 0 | 10
edfxtp_1 | 1024 | 1024
mux4_2 | 352 | 352
cells in the mapped netlist (38+ instances only):
library cell and number:
edfxtp_1 1024, mux2i_1 320, o21ai_0 47, mux2_2 64
a22oi_1 64, a211oi_1 64, buf_2 45, nand2_1 91
clkbuf_1 97, buf_4 60, a221oi_1 38, o221ai_1 64
mux4_2 352
power by group through the flow:
stage                 clock network [mW]  logic [mW]  registers [mW]
after CTS                           5.90        1.30            7.11
after global routing                6.15        1.38            7.11
final                               5.83        1.30            7.11
path summary, 6_finish.rpt:
| check | endpoint | slack, ns | cells past startpoint |
|---|---|---|---|
| min | RegFile[19][7]$_DFFE_PP_ | 1.48 | 2 |
| max | st_B | 0.62 | 1 |
layer usage:
metal | track usage | part of all wire
met4 | 0.116 | 0.045
met3 | 0.290 | 0.19
met1 | 0.421 | 0.30
met2 | 0.487 | 0.46
met5 | 0.0445 | 0.0036
cell families after synthesis:
family / count (synthesis)
flops: 1026
mux: 736
compound gates: 373
simple gates: 244
buf+inv: 222
xor+xnor: 1
other cells: 1
flip-flops by register name, indices dropped and copies added, names as in the netlist:
name / cells
st_A: 1
RegFile: 1024
st_B: 1
final cells by class:
class                      count  area [um^2]
antenna                        2         5.00
clock buffer                 124         2830
clock inverter                83          678
fill                        6934        40300
inverter                       2         8.76
multi-input combinational   1386        16400
sequential                  1026        30800
tap                         1265         1580
timing repair buffer         257         2400
per-stage QoR:
stage / setup slack, ns / hold slack, ns / total power, mW / cell area, um^2
CTS: 0.587 / 1.45 / 14.3 / 54700
finish: 0.620 / 1.48 / 14.2 / 54700
floorplan: 1.78 / 1.46 / 7.99 / 48100
global route: 0.564 / 1.49 / 14.6 / 54700
detailed placement: 1.01 / 2.19 / 8.54 / 51200
global placement: 1.03 / 2.18 / 8.53 / 51200
Power is estimated from default activity; no workload was simulated.
